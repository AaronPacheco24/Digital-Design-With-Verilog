File: ./config.mk
export PLATFORM = sky130hd
export DESIGN_NAME = onehzgen
export DESIGN_NICKNAME = onehzgen
export VERILOG_FILES = /design/flow/design.v
export SDC_FILE = /design/flow/constraint.sdc
export NUM_CORES = 4
export LEC_CHECK = 1
export CORE_AREA = 10 10 102 102
export DIE_AREA = 0 0 112 112
File: ./constraint.sdc
current_design onehzgen

set clk_period 3.2
set clk_io_pct 0.2

create_clock -name clk0 -period $clk_period [get_ports {clk}]

set non_clock_inputs [all_inputs -no_clocks]
set_input_delay [expr $clk_period * $clk_io_pct] -clock clk0 $non_clock_inputs
set_output_delay [expr $clk_period * $clk_io_pct] -clock clk0 [all_outputs]
File: ./design.v
module onehzgen
    (
        input logic clk, 
        input logic reset,
        output logic signal
    );
logic [26:0]counter_reg, counter_next, max_tick;
assign max_tick = 50_000_000;
always_ff @ (posedge clk, negedge reset)
begin 
    if (~reset)
        counter_reg <=0;
    else
        counter_reg <= counter_next;
end
assign counter_next = (counter_reg == (max_tick-1))? 0: counter_reg+1;
assign signal = (counter_reg == (max_tick-1))? 'b1:'b0;
endmodule
File: ./run.sh
#!/bin/bash
# OpenROAD 26Q1-2900-gdf79404cd8, Yosys 0.63+post, stock flow scripts
make -C /OpenROAD-flow-scripts/flow DESIGN_CONFIG=/design/flow/config.mk WORK_HOME=/design/flow/orfs finish
==> results.txt <==
yosys + openroad results -> max FFs per register 27, Final Setup Violations 0, cell count after synthesis approximately 120, cycle use final 85.8%, RR Endpoint counter_reg[19], fp_density 16.6%, critical path peak fanout 5, post-synthesis area per instance ~11 sq um, Tmin final about 2700 ps, net switching power around 0.11 mW, Synth Seq Share 49.7%, total CTS buffers 3, TritonRoute pass-1 iters 3, DRC 0, Clock Tree Root clkbuf_8, Final Routed Wirelength 2.30 mm, PD cells 350 nW/um^2, worst min path class register to register, layout cell share with drive strength beyond 1 about an eighth, switching share of power about a fifth, DR vias/cell between 3 and 4, first-pass GRT wire length a little over 4 mm, Rows 33, CTS resizes 0, Worst EP arrival 2110 ps, CTS clk-pin slew, worst paths ~90 ps, cell total in the yosys stat output approximately 120, vias in the first global route 876, non-filler cells, final about 230, type of the worst setup path register to output pin, Slowest cell on crit path or4b_1, 1st-iter DRT viols about 44, Slew HR ~61%, clock share of power between 30% and 40%, FF+latch count, synth 27, GRT Util Overall between 3 and 4%, met2 usage approximately 6%, Peak VDD IR 159 uV, Worst Setup SP counter_reg[8], Max Transition Viols Final 0, Logic pwr share roughly 1.6%, Internal between 0.4 and 0.5 mW, crit end category output pin, DIE AREA around 13,000 sq um, tool warnings 25, total gr overflow 0, Chip Height ~110 um, Yosys cell types 35, synth warn 1, via count 881, IO Count 3, area of the mapped netlist approximately 1400 sq um, setup TNS 0 ps, total power draw approximately 0.54 mW, Area Overhead vs Synth 13.4%, TritonCTS clock tree built, hold bufs inserted after CTS 0, worst path cell trace or4b_1 > nor3_1 > and4_1 > clkdlybuf4s50_1, Worst Clk Skew approximately 3.8 ps, Detailed Place HPWL 1.60 mm, Worst R2R Path Depth 5, DRT antenna net count 0, final core utilization a little under a fifth, critical path's top delay family simple AND/OR/NAND/NOR gates, clk latency late pin between 200 and 300 ps, Worst path max stage delay roughly 540 ps, pin count of the biggest net entering global routing 28, Post-CTS Repair Setup Buffers 0, Lkg Pwr 0.689 nW, GR Util met1 under 10%, WL per Instance between 9 and 10 um, Longest Clk Path Bufs 2, routability cong. 0.849, Hold Vio Cnt, Final 0, status finished clean, f_max 364 MHz, max cap viols 0, Reg-to-Reg Start counter_reg[8], initial antenna violation count 0, Worst Setup Start Kind register, Placeable Area between 8000 and 9000 sq um, met3 Usage GRT under 10%, worst path required time 2560 ps, FF-to-FF setup slack just under 1000 ps, RSZ-0062 raised after global routing false, clock sinks 27, Critical path buffers and inverters 1, antenna cells 0, die extent in x approximately 110 um, number of port buffers 2, CTS H-tree lvls 1, Most Crowded Layer GR met2, chip area in the Yosys report around 1400 sq um, Crit. path cell count 4, sequential share of power 63.2%, DP Cell Count 229, Worst-Margin Slew a little under 600 ps, Worst Setup EP signal
synthesized netlist by cell type (all sizes together):
master / instances / share of area, %
nand3: 5 / 1.8
xor2: 14 / 9.6
or4b: 1 / 0.74
mux2: 1 / 0.83
nand2: 8 / 2.2
inv: 1 / 0.28
or4: 2 / 1.5
and4: 3 / 2.0
nor2b: 2 / 0.92
nand4: 9 / 6.3
o21ai: 1 / 0.37
mux2i: 1 / 0.74
a21oi: 1 / 0.37
dfrtp: 27 / 50
and3: 8 / 4.1
nand3b: 1 / 0.55
nand2b: 1 / 0.46
o31ai: 1 / 0.55
nor4: 3 / 2.5
xnor2: 7 / 4.5
buf: 3 / 1.7
nor3: 3 / 1.1
ha: 1 / 0.92
nor2: 20 / 6.3
cell usage in the layout, fill, tap and decap left out, types with 2 or more instances in the layout:
master / n
nand3_1: 5
clkdlybuf4s50_1: 2
nor2b_1: 2
xor2_1: 13
nor3_1: 3
nor4_1: 2
nand4_4: 2
nor2_1: 18
dfrtp_1: 27
and3_1: 6
xnor2_1: 7
nand4_1: 7
nand2_1: 8
clkbuf_8: 3
and4_1: 2
cell type report:
cell class                      count  area (sq um)
Clock inverter                      1          5.00
Timing Repair Buffer                3          27.5
Inverter                            1          3.75
Tap cell                          105           131
Fill cell                         880          6670
Sequential cell                    27           676
Clock buffer                        3          41.3
Multi-Input combinational cell     93           658
metal layers:
metal  vias to the layer above  share of wire, %
met5                         -                 0
met4                         0                 0
met3                         0               3.4
met2                         5                44
met1                       438                52
li1                        438                 -
kinds of logic (layout without fill, tap and decap cells):
logic type / count (synthesis) / after routing / synth area share, %
xor gates and xnor gates: 21 / 21 / 14.1
and+or+nand+nor: 66 / 66 / 30.5
muxes: 2 / 2 / 1.56
buffers and inverters: 4 / 8 / 1.93
DFF: 27 / 27 / 49.7
AOI/OAI and AO/OA: 3 / 3 / 1.29
adders and majority gates: 1 / 1 / 0.920
worst min path at each step:
stage | startpoint | to | slack (ps) | cells after the start
final | counter_reg[0] | counter_reg[0] | 470 | 1
after global routing | counter_reg[26] | counter_reg[26] | 500 | 1
after CTS | counter_reg[0] | counter_reg[0] | 470 | 1
power by group through the flow:
| stage | sequential (mW) | combinational (mW) | clock, mW |
|---|---|---|---|
| CTS | 0.341 | 0.00944 | 0.200 |
| global route | 0.341 | 0.0105 | 0.214 |
| finish | 0.341 | 0.00853 | 0.190 |
per-stage QoR:
step / hold WS (ps) / area, sq um / worst slack [ps]
finish: 465 / 1540 / 455
global route: 496 / 1540 / 340
CTS: 474 / 1540 / 418
detailed placement: 461 / 1500 / 735
global placement: 450 / 1500 / 780
floorplan: 344 / 1360 / 1330
No activity file was given, so power comes from the tool's default toggle rates.
