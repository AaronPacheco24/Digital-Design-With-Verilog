## design.v

```verilog
`timescale 1ns / 1ps
module MusicSheet( input [9:0] number, output reg [19:0] note, output reg [4:0] duration);
parameter   QUARTER = 5'b00010; 
parameter HALF = 5'b00100;
parameter ONE = 2* HALF;
parameter TWO = 2* ONE;
parameter FOUR = 2* TWO;
parameter EIGHTH = HALF/2;
parameter SIXTEENTH = EIGHTH /2;
parameter A3=227272,A3S=214518,B3=202478,C3=191113,D3S=180384,D3=170262,E3B=160707,E3=151687,F3=143172,F3S=135137,G3=127552,G3S=120393,A4 = 113636, A4S= 107259,B4=101239,C4=95556, D4S=90192, D4=85131, E4B = 80353, E4 = 75843, F4=71586,F4S = 67568, G4 = 63776,G4S=60196,A5=56818,A5S=53629,B5=50619,C5=47778,D5S=45096,D5=42565,E5B=40176,E5=37921,F5=35793,F5S=33784,G5=31888,G5S=30098,A6=28409,SP = 1;  
always @ (number) begin
case(number)  
0: begin note = C5; duration = EIGHTH; end  
1: begin note = SP; duration = SIXTEENTH; end 
2: begin note = C5; duration = EIGHTH; end  
3: begin note = SP; duration = SIXTEENTH; end 
4: begin note = C5; duration = EIGHTH; end  
5: begin note = SP; duration = SIXTEENTH; end
6: begin note = G5; duration = SIXTEENTH; end  
7: begin note = E5; duration = SIXTEENTH; end  
8: begin note = G5; duration = EIGHTH; end  
9: begin note = E5; duration = SIXTEENTH; end  
10: begin note = D5; duration = SIXTEENTH; end  
11: begin note = SP; duration =  SIXTEENTH; end
12: begin note = C5; duration =  EIGHTH; end  
13: begin note = SP; duration =  SIXTEENTH; end
14: begin note = C5; duration =  EIGHTH; end  
15: begin note = SP; duration =  SIXTEENTH; end
16: begin note = C5; duration =  EIGHTH; end  
17: begin note = SP; duration =  SIXTEENTH; end
18: begin note = G5; duration = SIXTEENTH; end  
19: begin note = E5; duration = SIXTEENTH; end  
20: begin note = G5; duration = EIGHTH; end  
21: begin note = E5; duration = SIXTEENTH; end  
22: begin note = D5; duration = SIXTEENTH; end  
23: begin note = SP; duration = SIXTEENTH; end
24: begin note = C5; duration = EIGHTH; end  
25: begin note = SP; duration = SIXTEENTH; end
26: begin note = C5; duration = EIGHTH; end  
27: begin note = SP; duration = SIXTEENTH; end
28: begin note = C5; duration = EIGHTH; end  
29: begin note = SP; duration = SIXTEENTH; end
30: begin note = G5; duration = SIXTEENTH; end  
31: begin note = E5; duration = SIXTEENTH; end  
32: begin note = G5; duration = EIGHTH; end  
33: begin note = E5; duration = SIXTEENTH; end  
34: begin note = D5; duration = SIXTEENTH; end  
35: begin note = SP; duration = SIXTEENTH; end
36: begin note = C5; duration = EIGHTH; end  
37: begin note = SP; duration = SIXTEENTH; end
38: begin note = C5; duration = SIXTEENTH; end  
39: begin note = SP; duration = SIXTEENTH; end
40: begin note = C5; duration = SIXTEENTH; end  
41: begin note = SP; duration = SIXTEENTH; end
42: begin note = G5; duration = SIXTEENTH; end 
43: begin note = A6; duration = SIXTEENTH; end  
44: begin note = E5; duration = EIGHTH; end  
45: begin note = SP; duration = SIXTEENTH; end
46: begin note = E5; duration = SIXTEENTH; end  
47: begin note = D5; duration = SIXTEENTH; end  
48: begin note = SP; duration = SIXTEENTH; end
default: begin note = C4; duration = FOUR; end
endcase
end
endmodule
module SongPlayer( input clock, input reset, input playSound, output reg audioOut, output wire aud_sd);
reg [19:0] counter;
reg [31:0] time1, noteTime;
reg [9:0] msec, number;  
wire [4:0] note, duration;
wire [19:0] notePeriod;
parameter clockFrequency = 100_000_000; 
assign aud_sd = 1'b1;
MusicSheet  mysong(number, notePeriod, duration );
always @ (posedge clock) 
  begin
if(reset | ~playSound) 
 begin 
          counter <=0;  
          time1<=0;  
          number <=0;  
          audioOut <=1;
      end
else 
begin
counter <= counter + 1; 
time1<= time1+1;
if( counter >= notePeriod) 
   begin
counter <=0;  
audioOut <= ~audioOut ; 
   end  
if( time1 >= noteTime) 
begin
time1 <=0;  
number <= number + 1; 
end   
 if(number == 64) number <=0;  
end
  end
  always @(duration) noteTime = (duration * clockFrequency/8); 
endmodule 
```

## run.sh

```bash
#!/bin/bash
# OpenROAD 26Q1-2900-gdf79404cd8, Yosys 0.63+post, stock flow scripts
make -C /OpenROAD-flow-scripts/flow DESIGN_CONFIG=/design/flow/config.mk WORK_HOME=/design/flow/orfs finish
```

## config.mk

```make
export PLATFORM = sky130hd
export DESIGN_NAME = SongPlayer
export DESIGN_NICKNAME = SongPlayer
export VERILOG_FILES = /design/flow/design.v
export SDC_FILE = /design/flow/constraint.sdc
export NUM_CORES = 4
export LEC_CHECK = 1
export CORE_UTILIZATION = 40
```

## constraint.sdc

```tcl
current_design SongPlayer

set clk_period 6.4
set clk_io_pct 0.2

create_clock -name clk0 -period $clk_period [get_ports {clock}]

set non_clock_inputs [all_inputs -no_clocks]
set_input_delay [expr $clk_period * $clk_io_pct] -clock clk0 $non_clock_inputs
set_output_delay [expr $clk_period * $clk_io_pct] -clock clk0 [all_outputs]
```

==> flow report <==
FINAL TIMING
------------------------------------------------------------------------------------
Achievable clock frequency                                                   201 MHz
Final-layout setup total negative slack                                         0 ps
Setup repair after global routing missed its margin                            false
Worst Tran Pin Value                                                          677 ps
Slew Limit Fails                                                                   0
Worst slew margin relative to its limit                                        54.7%
Final count of negative-setup-slack endpoints                                      0
Skew final                                                                   5.52 ps
Number of hold violations in the final report                                      0
Post-route clock period utilization                                            77.8%
Least setup slack across all paths after layout                              1420 ps
Post-route minimum period                                                    4980 ps

ROUTE
------------------------------------------------------------------------------------
Final ANT Viol Nets                                                                0
DR vias                                                                         4101
DRC violation count after routing                                                  0
Avg Vias per Cell                                                               5.18
Iter 0 DRT Violations                                                            327
Router iterations before antenna repair                                            6
Routed length per placed instance                                            14.0 um
Sum of routed wire length over all layers                                   11100 um
Inserted Diodes                                                                    0

SYNTH
------------------------------------------------------------------------------------
Number of enable flip-flop cells                                                   0
Distinct cell type count of the synthesized netlist                               71
Chip area line of the yosys report                                        5060 sq um
Post-synth seq share                                                           31.7%
Count of mapped cells out of synthesis                                           621
Most area-hungry cell type in the Yosys netlist                              dfxtp_1
Flip-flop and latch count after synthesis                                         80
Async set-reset flop share out of synthesis                                       0%
Synth Area per Inst                                                       8.15 sq um
Top FF cell, synth                                                           dfxtp_1
Top-area cell share                                                            31.7%
Main area contributors                                                  dfxtp_1 32%, ha_1 13%, nor2_1 6.1%
Warnings, synthesis                                                                2
Post-synthesis cell count from yosys                                             621
Netlist area before placement                                             5060 sq um

WORST SETUP PATH
------------------------------------------------------------------------------------
FF-to-FF setup slack                                                         1420 ps
Required time worst endpoint                                                 6630 ps
Type of the worst setup path                                                 reg2reg
Launching element type of the critical path                                flip-flop
Count of buffering cells on the critical path with inverters included              4
Largest driver fanout on the critical path                                        13
Reg2reg start                                                              number[6]
Element type at the critical path end                                      flip-flop
Worst-path cell chain                                                   nor4_1 > buf_4 > nand2_1 > inv_1 > ha_1 > inv_1 > ha_1 > a21o_1 > a211o_1 > a211oi_2 > o211a_2 > xnor2_1 > nand3_1 > inv_1 > ha_1 > nor2_1 > o21ai_0 > a21oi_1 > a311o_1
Dominant delay contributor by cell family on the critical path          AND-OR/OR-AND gates
Cell with the largest stage delay on the worst path                          nand3_1
Delay of the slowest cell on the worst path                                   530 ps
Critical Path AT                                                             5200 ps
Worst Reg-to-Reg Cells                                                            19

FLOORPLANNING
------------------------------------------------------------------------------------
Height of the die                                                             114 um
# rows                                                                            40
Placeable Area                                                           12200 sq um
Starting utilization of the core area                                          41.6%
IO Count                                                                           5
Floorplan die width                                                           114 um
Area of the die                                                          13100 sq um

CLOCKING
------------------------------------------------------------------------------------
Bufs on Longest Clock Path                                                         2
TritonCTS clock tree                                                            done
Total clock buffers created by CTS                                                 9
Post-CTS Setup Inserts                                                             0
Number of buffers added to fix hold violations after cts                           0
Post-cts repair resize count                                                       0
Buffer type at the clock tree root                                         clkbuf_16
Clock slew seen by the registers of the worst setup and hold paths             60 ps
H-tree Lvls                                                                        3
Worst-Skew Late Latency                                                       340 ps
Number of sinks on the clock net                                                  80

RUN
------------------------------------------------------------------------------------
Total number of warnings across the stage logs                                    38
Max-cap violation count                                                            0

PWR
------------------------------------------------------------------------------------
IR drop worst, VDD                                                          0.139 mV
Static leakage                                                            0.00226 uW
P per Cell Area                                                          194 nW/um^2

CELLS AND AREA
------------------------------------------------------------------------------------
Logic area                                                                3240 sq um
Filler cell count in the final layout                                           1152
Area overhead of the layout relative to synthesis                              9.05%
Filler-free cell count of the finished design                                    792
Fraction of final layout cells sized beyond drive strength 1                   6.57%
Area taken by flip-flops and latches                                      1600 sq um

PLACED DESIGN
------------------------------------------------------------------------------------
Minimum setup slack after placement                                          1500 ps
Count of input and output buffers                                                  3
Final weighted congestion in routability-driven placement                      0.867
DP Cell Count                                                                    776
Placed wire-length estimate                                                  7970 um

GLOBAL ROUTE
------------------------------------------------------------------------------------
Total gr overflow                                                                  0
Via count of the first global-routing pass                                      3715
Largest net degree at the start of global routing                                 27
Aggregate global-route resource usage                                          18.0%
Wire length of the first global-routing pass                                18700 um
Number of antenna violations at the first check in global routing                  0

WORST HOLD PATH
------------------------------------------------------------------------------------
Source of the worst hold timing path                                        time1[0]
Cell count of the worst hold path                                                  1
Min-Delay Path Class                                                         reg2reg
Hold Path End                                                               time1[0]

RUN STATUS
------------------------------------------------------------------------------------
Status                                                                  finished clean

[synth_stat cells (5+ instances only)]
cell type  number
o22ai_1        10
clkbuf_1       18
xnor2_1        19
nand4_1         9
and2_1          5
buf_2           5
or3_1           6
o21ai_0        31
dfxtp_1        80
and4_1          5
nand2_1        63
inv_1          27
nand3_1        29
xor2_1         25
mux2i_1         5
nor2_1         82
nor3_1         11
o211ai_1        5
nor2b_1         5
ha_1           54
and3_1         15
a21o_1          9
a21oi_1        25
[layout make-up]
type                       count  share of cell area, %
clock inverter                 5                  0.748
sequential                    80                   29.0
clock buffer                  11                   4.40
tap                          168                   3.81
inverter                      30                   2.13
timing repair buffer           8                   1.22
multi-input combinational    490                   58.7
[layer usage]
layer / GRT usage, % / wire length [um] / up-vias
li1: - / - / 2166
met4: 3.29 / 237 / 0
met3: 2.54 / 450 / 16
met2: 26.9 / 4680 / 71
met1: 28.4 / 5730 / 1848
met5: 0 / 0 / -
[placed cells by master, fill, tap and decap left out, types with 3 or more instances in the layout]
cell type,count
o21ai_0,31
nor4_1,4
conb_1,8
xor2_1,25
nor2_1,82
a211oi_1,4
buf_4,5
nand2b_1,4
clkdlybuf4s50_1,3
mux2i_1,5
nand2_1,63
a21oi_1,25
and2_1,5
nand4_1,9
clkbuf_16,9
o211ai_1,5
nor2b_1,5
nor3_1,11
ha_1,54
o22ai_1,10
and4_1,5
o31ai_1,4
inv_1,27
or3_1,6
xnor2_1,19
and3_1,15
dfxtp_1,80
nand3_1,29
a21o_1,9
a22oi_1,3
o21a_1,4
[per-stage QoR]
step	hold slack, ps	power [uW]	instance area, sq um	utilization [%]
2_1_floorplan	441	571	5080	-
3_3_place_gp	458	590	5230	43.0
3_5_place_dp	467	591	5230	43.0
4_1_cts	482	1080	5520	45.4
5_1_grt	511	1110	5520	45.4
6_report	481	1070	5520	45.4
[how the worst max path moves through the flow]
| stage | start | endpoint | cells past startpoint |
|---|---|---|---|
| finish | number[6] | flip-flop | 19 |
| global route | number[6] | flip-flop | 19 |
| CTS | number[6] | flip-flop | 19 |
[where the power goes]
group | internal (uW) | switching, uW | total (uW)
Sequential | 506 | 5.62 | 511
Clock | 277 | 212 | 489
Combinational | 28.1 | 41.0 | 69.1
Total | 810 | 259 | 1070
[kinds of logic (layout without fill, tap and decap cells)]
| family | Yosys count | count (layout) | synth area share [%] |
|---|---|---|---|
| compound gates | 123 | 123 | 16.4 |
| xor+xnor | 45 | 45 | 7.94 |
| fa+ha+maj | 54 | 54 | 13.4 |
| buf+inv | 57 | 54 | 4.82 |
| flops | 80 | 80 | 31.7 |
| mux | 6 | 6 | 1.26 |
| other cells | 2 | 8 | 0.148 |
| simple gates | 254 | 254 | 24.5 |
Power is estimated from default activity; no workload was simulated.
