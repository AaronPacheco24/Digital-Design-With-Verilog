--- flow/design.v ---
`timescale 1ns / 1ps
module alarm_sound_logic
    (
        input logic clk,
        input logic reset,
        input logic alarmsw,
        input logic [5:0] l0,l1,l2,l3,l4,l5,l6,l7,
        output logic z
    );
    logic z_reg,z_next;
    always_ff @ (posedge clk, negedge reset)
    begin
        if (~reset)
            z_reg<=0;
        else
            z_reg <= z_next;
    end
    always_comb
    begin
        z_next = z_reg; 
        if (l0 == l4 && l1 == l5 &&
            l2 == l6 && l3 == l7 && alarmsw)
            z_next = 1;
        else if (z == 1 && alarmsw)
            z_next = 1;
        else if (z==1 && ~alarmsw)
            z_next = 0; 
        else
            z_next =0;
    end
    assign z = z_reg;
endmodule
`timescale 1ns / 1ps
module dec_2_sseg
    (
    input logic [3:0] dec,
    output logic [6:0] sseg  
    );
    always_comb
    begin
        case(dec)
            0: sseg = 7'b1000000;
            1: sseg = 7'b1111001;                       
            2: sseg = 7'b0100100;             
            3: sseg = 7'b0110000;              
            4: sseg = 7'b0011001;             
            5: sseg = 7'b0010010;             
            6: sseg = 7'b0000010;             
            7: sseg = 7'b1111000;             
            8: sseg = 7'b0000000;             
            9: sseg = 7'b0010000;   
            default: sseg = 7'b1000000;           
        endcase
    end
endmodule
`timescale 1ns / 1ps
module decoder_generic
    #(parameter N = 3)
    (
    input logic [N - 1:0] w,
    input logic en,
    output logic [0:2 ** N - 1] y
    );
    logic [0:2**N-1]a;
    always_comb
    begin
        a = 'b0;
        if (en)
            a[w] = 1'b1; 
        else
            a = 'b0;
    end
    assign y = ~a;
endmodule
`timescale 1ns / 1ps
module mux_8x1(
    input logic [5:0] m0,m1,m2,m3,m4,m5,m6,m7,
    input logic [2:0] sel,
    output logic [5:0] f
    );
    always_comb 
    begin
        case (sel)
            3'b000: f = m0;
            3'b001: f = m1;
            3'b010: f = m2;
            3'b011: f = m3;
            3'b100: f = m4;
            3'b101: f = m5;
            3'b110: f = m6;
            3'b111: f = m7;
            default: f= m0;
        endcase
    end
endmodule
`timescale 1ns / 1ps
module sseg_driver
    (
        input logic clk,reset,
        input logic [5:0]l0,l1,l2,l3,l4,l5,l6,l7,
        input logic alarmsw,
        output logic [6:0] c,
        output logic [0:7] AN,
        output logic DP,
        output logic z
    );
    logic max_tick;
    logic [2:0] mux_sel;
    logic [5:0] mux_output;
    timer timer0 
    (
        .clk(clk),
        .reset(reset),
        .max_tick(max_tick)
    );
    udl_counter #(.BITS(3)) mux_select 
    (
        .clk(clk),  
        .reset(reset),  
        .enable(max_tick),  
        .up(1),  
        .load(),  
        .D(), 
        .Q(mux_sel)  
    );
    decoder_generic #(.N(3)) andec 
    (
        .w(mux_sel),
        .en(mux_output[5]),
        .y(AN)
    );
    mux_8x1 mux8x1 
    (
        .m0(l0),
        .m1(l1),
        .m2(l2),
        .m3(l3),
        .m4(l4),
        .m5(l5),
        .m6(l6),
        .m7(l7),
        .sel(mux_sel),
        .f(mux_output)
    );
    dec_2_sseg sseg 
    (
        .dec(mux_output[4:1]),
        .sseg(c)
    );
    alarm_sound_logic alarmlog
    (  
        .z(z),
        .alarmsw(alarmsw),
        .*
    );  
    assign DP = mux_output[0];
endmodule
module timer(
        input logic clk, reset,
        output logic max_tick
    );
    logic [26:0] counter;     
    logic [26:0] r_next, r_reg;
    assign counter = 125_000; 
    always_ff @(posedge clk, negedge reset)
    begin
        if(~reset)
            r_reg <= 0;
        else
            r_reg <= r_next;
    end
    always_comb
    begin
        r_next = (r_reg == counter)? 0: r_reg + 1;
    end 
    assign max_tick = (r_reg == counter) ? 1'b1: 1'b0;
endmodule
`timescale 1ns / 1ps
module udl_counter
    #(parameter BITS = 4)(
    input clk,
    input reset,
    input enable,
    input up,  
    input load,
    input [BITS - 1:0] D,
    output [BITS - 1:0] Q
    );
    reg [BITS - 1:0] Q_reg, Q_next;
    always_ff @(posedge clk, negedge reset)
    begin
        if (~reset)
            Q_reg <= 0;
        else if(enable)
            Q_reg <= Q_next;
        else
            Q_reg <= Q_reg;
    end
    always_comb
    begin
        Q_next = Q_reg + 1;
    end
    assign Q = Q_reg;
endmodule
--- flow/run.sh ---
#!/bin/bash
# OpenROAD 26Q1-2900-gdf79404cd8, Yosys 0.63+post, stock flow scripts
make -C /OpenROAD-flow-scripts/flow DESIGN_CONFIG=/design/flow/config.mk WORK_HOME=/design/flow/orfs finish
--- flow/config.mk ---
export PLATFORM = sky130hd
export DESIGN_NAME = sseg_driver
export DESIGN_NICKNAME = sseg_driver
export VERILOG_FILES = /design/flow/design.v
export SDC_FILE = /design/flow/constraint.sdc
export NUM_CORES = 4
export LEC_CHECK = 1
export CORE_UTILIZATION = 30
--- flow/constraint.sdc ---
current_design sseg_driver

set clk_period 3.8
set clk_io_pct 0.2

create_clock -name clk0 -period $clk_period [get_ports {clk}]

set non_clock_inputs [all_inputs -no_clocks]
set_input_delay [expr $clk_period * $clk_io_pct] -clock clk0 $non_clock_inputs
set_output_delay [expr $clk_period * $clk_io_pct] -clock clk0 [all_outputs]
==> run notes <==
Purpose: to document the outcome of synthesis and place and route.

Layout
In the final layout, the share of cells above drive strength 1 is a little over a fifth. The combinational gate area is 1657 um2. The finished layout reports a core utilization of 47.43%. Fill cells in the final layout number around 690.

The area overhead of the layout relative to synthesis is 53.94%. After routing the design area is 3646 um2. The storage element area is between 700 and 800 um2. The flip-flop count of the largest register, all copies and words added is 27.

Global routing
The number of antenna violations at the first check in global routing is 0. The via count of the first global-routing pass was roughly 2,200. The first global-routing pass estimated 10,590 um of wire.

Entering global routing, the biggest net connects 32 pins. The global route total overflow is 0. Total global-route track usage over all layers is approximately 16%.

Synth
Sorting the synthesis cell report by count puts at the top sky130_fd_sc_hd__xnor2_1. The cell area after technology mapping is around 2400 um2. The post-synthesis average cell area is a little over 9 um2. The async set or reset register ratio after synthesis is 100.0%.

Synthesis produced between 200 and 300 cells. The synthesis run shows the most used standard cells to be sky130_fd_sc_hd__xnor2_1 (33), sky130_fd_sc_hd__dfrtp_1 (31), sky130_fd_sc_hd__nand2_1 (23), sky130_fd_sc_hd__nor2_1 (21), sky130_fd_sc_hd__xor2_1 (18). The stat command in Yosys gives a chip area of approximately 2400 um2.

Sorting the Yosys area breakdown by cell type puts at the top sky130_fd_sc_hd__dfrtp_1. The most used flip-flop cell after synthesis is sky130_fd_sc_hd__dfrtp_1. The share of synthesized area in the top cell type comes to about a third.

The synthesized design contains 0 enable-type register cells. For this run, the number of Yosys warnings is 7. The count of cell types in the netlist is roughly 43.

After synthesis, the cell types taking the most area are sky130_fd_sc_hd__dfrtp_1 (33%), sky130_fd_sc_hd__xnor2_1 (12%), sky130_fd_sc_hd__ha_1 (6.9%). The register share after synthesis is between 30% and 40%. The synthesis stat section lists a flop and latch total of 31.

The synthesized netlist was found by Yosys to have 260 cells.

Route
The total DRC errors in the routed layout is 0. The vias after detailed routing is 2,283. The routed design shows a wire length per standard cell of between 10 and 15 um. The detail route stage leaves a number of antenna-violating nets equal to 0. Before antenna repair, the detailed router went through 4 iterations. In this run, the number of DRC markers left after iteration 0 of detailed routing was approximately 100. For this run, the detailed router reports a per-instance via density of roughly 5. The repair_antennas step left the layout with diodes totalling 0. In the post-route report, total wirelength is listed as between 6000 and 7000 um.

Placement
The number of buffers added on ports is between 60 and 70. The placement summary gives the final routability congestion estimate as 0.9417. The estimated wirelength of the detail-placed design is 4753 um. After detailed placement, the total cell area comes to 3317 um2.

CTS
The deepest level of the CTS H-tree is 2. The total clock sinks is 31. Hold repair after CTS inserted 0 buffers. For the worst-skew pair, the clock arrives at the later sink with an insertion delay of 280 ps. Per the CTS log, the root buffer master is sky130_fd_sc_hd__clkbuf_8.

The clock transition at the register clock pins on the worst setup and hold paths after CTS is approximately 60 ps. TritonCTS built the clock tree. Counting along the longest clock path gives a buffer depth of 2. The number of buffers created by CTS is 5.

Critical path
The highest fanout seen on the critical path is 5. On the critical path, the stage with the largest delay is an instance of sky130_fd_sc_hd__or4_4. The worst register-to-register path has a depth of 8. The setup slack on the worst flop-to-flop path is between 1500 and 2000 ps. The startpoint identified for the worst register-to-register timing path is timer0.r_reg[0]$_DFF_PN0_.

The startpoint type of the worst setup path is a register. The cell sequence reported for the critical path is ha_4, ha_2, or4_4, or2_4, a31oi_4, buf_4, inv_1, ha_1, mux2_2, mux2i_1, dlymetal6s2s_1. The worst setup path is of the reg -> out kind.

The capture instance of the worst register-to-register path is mux_select.Q_reg[2]$_DFFE_PN0N_. The sort of element at the end of the critical path is a primary output. Data on the critical path is required at its endpoint by just over 3000 ps.

The arrival time of data at the critical path endpoint is between 2000 and 3000 ps. The stage delay of the slowest cell on the critical path is about 530 ps.

Worst hold path
The worst hold path stage count is 1. The endpoint of the worst hold-timing path is timer0.r_reg[26]$_DFF_PN0_. The worst hold path begins at timer0.r_reg[26]$_DFF_PN0_. The path category of the worst min-delay check is reg -> reg.

Die
For this design the top-level I/O count stands at a little under 70. The floorplan-stage core utilization is between 30% and 40%. The cell row count is 32.

The floorplan die width is between 90 and 100 um. The die covers about 8300 um2. The die is slightly above 90 um tall. The floorplan core area is between 7000 and 8000 um2.

Final timing
On the final layout, the worst hold slack is around 490 ps. The slew at the pin closest to its max-slew limit is slightly below 900 ps. The final worst clock skew is 4.687 ps. The worst max-slew margin expressed relative to the limit is a little over 40%.

The highest achievable clock rate is 270.6 MHz. The final hold violation count recorded for this run is 0. The smallest clock period supported by the final layout is computed as roughly 3700 ps.

The final number of max-transition violations is 0. The number of setup violations in the final report is 0. The final critical path takes up 97.24% of the cycle.

For the final routed database, the setup TNS stands at 0 ps.

Flow run
The number of logged tool warnings is 34. The reported max-cap violation count is 0.

Power
The leakage power of the design is 1.513 nW. The power per cell area is around 210 nW/um2. The design draws between 0.7 and 0.8 mW. The worst-case IR drop observed on VDD is between 200 and 250 uV.

Status
The run finished with clean final reports.
[cells by family after synthesis]
| kind of cell | after synthesis | synth area share (%) |
|---|---|---|
| compound gates | 26 | 9.139 |
| xor+xnor | 51 | 18.86 |
| flops | 31 | 32.75 |
| simple gates | 110 | 24.20 |
| buf+inv | 19 | 3.487 |
| mux | 10 | 4.702 |
| fa+ha+maj | 13 | 6.868 |
[cells in the final DEF, fill, tap and decap left out, types with 7 or more instances in the layout]
cell type / netlist / final
sky130_fd_sc_hd__mux2_2: 9 / 9
sky130_fd_sc_hd__nand3_1: 13 / 13
sky130_fd_sc_hd__nor3_1: 10 / 7
sky130_fd_sc_hd__xor2_1: 18 / 18
sky130_fd_sc_hd__nor2_1: 21 / 20
sky130_fd_sc_hd__nand2_1: 23 / 23
sky130_fd_sc_hd__inv_1: 10 / 8
sky130_fd_sc_hd__dfrtp_1: 31 / 29
sky130_fd_sc_hd__ha_1: 13 / 7
sky130_fd_sc_hd__nand4_1: 11 / 11
sky130_fd_sc_hd__buf_4: 0 / 32
sky130_fd_sc_hd__clkbuf_8: 0 / 7
sky130_fd_sc_hd__clkdlybuf4s50_1: 0 / 58
sky130_fd_sc_hd__xnor2_1: 33 / 33
sky130_fd_sc_hd__nor4_1: 7 / 7
[critical path: cells and delay by family, from the launching register on]
family	cells	cell delay (ps)
multiplexers	2	390
buffers and inverters	3	280
flip-flops	1	440
adder cells (fa/ha/maj)	3	520
AND-OR/OR-AND	1	220
AND/OR/NAND/NOR	2	820
[per-layer routing]
layer  vias up  part of all wire, %  routed length [um]  track usage (%)
met2       107                   43                2775            25.25
li1       1130                    -                   -                -
met1      1042                   47                3024            24.40
met5         -                    0                   0                0
met4         0                 0.33                  21           0.9259
met3         4                  9.5                 608            2.913
[metrics by stage]
stage,setup slack [ps],std cells
final,104.7,464
after global routing,-1.853,464
after CTS,-133.5,458
after detailed placement,-90.83,446
after global placement,-69.77,446
after floorplan,32.69,260
[how the worst max path moves through the flow]
stage         endpoint  slack, ps                            start
finish            c[4]        100  mux_select.Q_reg[0]$_DFFE_PN0N_
global route      c[6]         -2  mux_select.Q_reg[0]$_DFFE_PN0N_
CTS               c[4]       -130  mux_select.Q_reg[0]$_DFFE_PN0N_
[layout make-up]
| class | instances | share of cell area, % |
|---|---|---|
| Multi-Input combinational cell | 210 | 45.44 |
| Timing Repair Buffer | 103 | 25.94 |
| Sequential cell | 31 | 21.35 |
| Tap cell | 102 | 3.500 |
| Clock buffer | 8 | 2.745 |
| Inverter | 10 | 1.030 |
[power breakdown]
part           leakage, nW  switching (mW)  internal [mW]
Clock               0.0515           0.110          0.165
Sequential           0.420   0.00000000298          0.330
Combinational         1.04          0.0580         0.0981
[what timing repair did]
item,CTS,global route
setup buffers,4,6
setup endpoints to repair,9,7
pin swaps,11,11
hold endpoints to repair,0,0
gates resized,32,20
Power figures rest on the tool's default switching activity, not on a simulated workload.
